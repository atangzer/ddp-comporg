### design.v
`timescale 1ns / 1ps
module  Regs(input clk, rst, L_S, 
		       input [4:0] R_addr_A, R_addr_B, Wt_addr, 
		       input [31:0] Wt_data,
		       output [31:0] rdata_A,  rdata_B
		    );
	reg [31:0] register [1:31]; 		 
   integer i;
	assign rdata_A = (R_addr_A == 0) ? 0 : register[R_addr_A];	    	 
	assign rdata_B = (R_addr_B == 0) ? 0 : register[R_addr_B];   	 
	always @(posedge clk or posedge rst)  begin
		if (rst == 1) begin 
			for (i=1; i<32; i=i+1) begin
				register[i] <= 0; 		 
			end
		end else if ((Wt_addr != 0) && (L_S == 1)) begin
			register[Wt_addr] <= Wt_data;      			 
		end
	end
endmodule
### run.sh
#!/bin/bash
# OpenROAD 26Q1-2900-gdf79404cd8, Yosys 0.63+post, stock flow scripts
make -C /OpenROAD-flow-scripts/flow DESIGN_CONFIG=/design/flow/config.mk WORK_HOME=/design/flow/orfs finish
### config.mk
export PLATFORM = sky130hd
export DESIGN_NAME = Regs
export DESIGN_NICKNAME = Regs
export VERILOG_FILES = /design/flow/design.v
export SDC_FILE = /design/flow/constraint.sdc
export NUM_CORES = 4
export LEC_CHECK = 1
export CORE_UTILIZATION = 50
### constraint.sdc
current_design Regs

set clk_period 8.1
set clk_io_pct 0.2

create_clock -name clk0 -period $clk_period [get_ports {clk}]

set non_clock_inputs [all_inputs -no_clocks]
set_input_delay [expr $clk_period * $clk_io_pct] -clock clk0 $non_clock_inputs
set_output_delay [expr $clk_period * $clk_io_pct] -clock clk0 [all_outputs]
==> flow_summary_export.csv <==
group,metric,value,unit
worst_hold_path,hold_start,"register[28][12]",
critical_path,critical-path-slowest-cell,"clkdlybuf4s50_1",
timing,setup_slack,0.628,ns
finish,num-fill-cells,7981,
finish,multiInputGateArea,23200,um^2
synthesis,netlist_area,49500,um^2
floorplan,floorplan.core_util,0.503,
routing,uppermost_layer_routed,"met5",
clock_tree,cts.htree.levels,3,
timing,hold_ws,0.522,ns
synthesis,top_count_cell_post_synth,"dfrtp_1",
timing,period_used_share,0.922,
synthesis,async_reset_ff_frac,1.00,
run_status,status,"complete, no violations",
clock_tree,cts_sinks,992,
routing,detailed_route_wl,245,mm
critical_path,regToRegStartpoint,"register[24][21]",
routing,wire_per_inst,43.4,um
floorplan,floorplan.core_area,98300,um^2
clock_tree,cts.repair.resized,0,
critical_path,setup.reg_to_reg.worst_slack,6.99,ns
critical_path,endpoint_kind,"output pin",
timing,max_freq,134,MHz
finish,top_regs,"register (992)",
power_and_ir_drop,total_leakage_power,24.6,nW
timing,report.final.setup_viol,0,
synthesis,top_cell_area_share,0.502,
routing,via_count,43000,
worst_hold_path,hold_path.class,"flip-flop to flip-flop",
finish,layoutNonFillerInstCount,5650,
synthesis,syn_area_cell,11.8,um^2
critical_path,cp_top_family,"buffers and inverters",
synthesis,yosys_register_bits,992,
finish,registers.top_by_ff_count,"register",
synthesis,synth.yosys.chip_area,49500,um^2
timing,unrepaired_setup_endpoints_after_global_routing,"no",
clock_tree,cts_buffers,109,
synthesis,synth_area_leader_cell,"dfrtp_1",
synthesis,edf_count,0,
grt,total_routing_usage_reported_by_global_routing,0.518,
critical_path,r2r_cells,1,
power_and_ir_drop,vdd.ir_drop.worst,0.000194,V
grt,antenna_found_initial,19,
run,openroad.warnings,51,
place,place_inst,5439,
worst_hold_path,hold_end,"register[28][12]",
timing,final_hold_viol_count,0,
timing,finalClockSkew,0,ns
finish,max_ffs_per_register,992,
synthesis,flop_cell,"dfrtp_1",
clock_tree,clkLatencyLatePin,0.71,ns
finish,finish.instance_area,57000,um^2
floorplan,chipArea,100000,um^2
place,port_buffers,113,
power_and_ir_drop,pwrdens,246,nW/um^2
floorplan,dieHeight,317,um
routing,wl_met2,96.5,mm
worst_hold_path,min_path_cells,1,
clock_tree,cts-root-to-sink-buffers,3,
floorplan,die_w,317,um
critical_path,critical_path_peak_fanout,12,
timing,report.final.slew_viol_count,0,
synthesis,cells_in_synth_stat_txt,4196,
critical_path,critical_path_arrival,5.85,ns
synthesis,synth.top_cells.by_count,"992 x dfrtp_1, 988 x mux2_2, 788 x a22oi_1, 196 x nand2_1, 184 x buf_2",
clock_tree,cts_tree,"built",
synthesis,syn_inst,4196,
critical_path,critPathRequiredTime,6.48,ns
place,dpl-instance-area,53200,um^2
critical_path,worst-path-buf-inv,4,
grt,grt_max_degree,119,
routing,route.detailed.vias_per_inst,7.62,
synthesis,synth.area.top_cells,"dfrtp_1 50%, mux2_2 22%, a22oi_1 12%, buf_2 1.9%, a21oi_1 1.7%",
finish,drive_above_1_share,0.353,
synthesis,ys_seq_share,0.502,
critical_path,worstSetupStartpointType,"input pin",
routing,postRouteAntennaNets,0,
routing,detailroute.wirelength.met3,43.0,mm
critical_path,timing.rr.end,"register[24][21]",
timing,tightest_slew,1.11,ns
timing,final_period_minus_worst_setup_slack,7.47,ns
critical_path,timing_worst_setup_path_type,"input pin to output pin",
power_and_ir_drop,total_power_consumption_of_the_routed_design,0.0140,W
floorplan,design.portCount,114,
grt,globalRoute.totalOverflow,0,
synthesis,syn_warnings,2,
routing,drtIter0Drc,5865,
grt,first_pass_grt_wire_length,338,mm
clock_tree,cts.clk_slew.worst_paths,0.06,ns
run,drv.max_cap_violation_count,0,
routing,remaining_drc_errors,0,
floorplan,placement_rows,115,
routing,drtPass1Iterations,9,
synthesis,synth.lib_cells_used.distinct,63,
critical_path,slowest_delay,0.79,ns
place,place_congestion,1.05,
clock_tree,postCtsHoldBufs,0,
place,post-place-ws,0.984,ns
place,detailedPlacementHpwl,150,mm
clock_tree,cts.repair_timing.setup_buffer_count,0,
finish,syn_to_final_growth,15.1,%
routing,m1WireLength,85.1,mm
timing,relative_slew_slack,0.258,
finish,seq_area,24800,um^2
grt,first_global_vias,42200,
clock_tree,root_buffer,"clkbuf_16",
critical_path,critical_path.cell_chain,"clkdlybuf4s50_1, buf_4, nand2_1, nor2_4, buf_4, a22oi_1, nand2_1, nor3_1, a21oi_1, clkdlybuf4s50_1",
[logic make-up after synthesis]
family          count (synthesis)  synth area share
buf+inv                       430            0.0401
mux                          1005             0.229
simple gates                  658            0.0671
flops                         992             0.502
compound gates               1111             0.162
[stage by stage]
stage / util / TNS [ns]
global route: 0.579 / 0
finish: 0.580 / 0
detailed placement: 0.541 / 0
floorplan: - / -7128.84
global placement: 0.541 / 0
CTS: 0.579 / 0
[layout make-up]
type                       instances  area share
antenna                           14    0.000615
clock buffer                     156      0.0557
clock inverter                    41     0.00967
inverter                           7    0.000527
multi-input combinational       2774       0.407
sequential                       992       0.436
tap                             1287      0.0283
timing repair buffer             379      0.0620
[routing by layer]
metal | vias up | global-route usage
li1 | 16300 | -
met1 | 21400 | 0.678
met2 | 3957 | 0.666
met3 | 1329 | 0.321
met4 | 18 | 0.300
met5 | - | 0.00189
[power breakdown]
| part | internal, W | switching [W] |
|---|---|---|
| clock network | 0.00304 | 0.00216 |
| logic | 0.00104 | 0.000893 |
| registers | 0.00592 | 0.000967 |
[worst max-delay path by stage]
stage	start	to	slack, ns	cells past startpoint
after CTS	R_addr_A[2]	rdata_A[27]	0.98	10
after global routing	R_addr_B[4]	rdata_B[24]	0.73	9
final	R_addr_B[3]	rdata_B[24]	0.63	10
[cells in the final DEF (no fill, tap or decap), types with 5 or more instances in the layout]
cell	count
mux2i_1	8
clkbuf_16	109
nand2_1	187
buf_12	33
clkbuf_1	20
a22o_1	17
clkinv_2	14
mux2_2	988
nor2_1	65
nand3_1	63
nor2_4	67
a21oi_1	165
nand2b_1	10
o21ai_0	19
clkdlybuf4s50_1	110
nor2b_1	9
mux2_1	9
clkinvlp_4	9
buf_4	235
nand3b_1	7
a31oi_1	23
diode_2	14
dfrtp_1	992
and3_1	10
nor3_1	68
a32oi_1	7
nor4_1	17
o211ai_1	7
clkbuf_8	27
nand2_2	10
a22oi_1	788
a222oi_1	45
a221oi_1	20
nand4_1	100
bufinv_16	10
inv_1	5
