===== flow/config.mk =====
export PLATFORM = sky130hd
export DESIGN_NAME = MUX8T1_32
export DESIGN_NICKNAME = MUX8T1_32
export VERILOG_FILES = /design/flow/design.v
export SDC_FILE = /design/flow/constraint.sdc
export NUM_CORES = 4
export LEC_CHECK = 1
export CORE_AREA = 10 10 120 120
export DIE_AREA = 0 0 130 130

===== flow/constraint.sdc =====
current_design MUX8T1_32

set clk_period 5.8
set clk_io_pct 0.2

create_clock -name clk0 -period $clk_period

set non_clock_inputs [all_inputs -no_clocks]
set_input_delay [expr $clk_period * $clk_io_pct] -clock clk0 $non_clock_inputs
set_output_delay [expr $clk_period * $clk_io_pct] -clock clk0 [all_outputs]

===== flow/design.v =====
`timescale 1ns / 1ps
module  MUX8T1_32(input [2:0]s,
						input [31:0]I0,
						input [31:0]I1,
						input [31:0]I2,
						input [31:0]I3,
						input [31:0]I4,
						input [31:0]I5,
						input [31:0]I6,
						input [31:0]I7,
						output reg[31:0]o
						);
		always@*
			case(s)
				3'b000: o = I0;
				3'b001: o = I1;
				3'b010: o = I2;
				3'b011: o = I3;
				3'b100: o = I4;
				3'b101: o = I5;
				3'b110: o = I6;
				3'b111: o = I7;
			endcase
endmodule

===== flow/run.sh =====
#!/bin/bash
# OpenROAD 26Q1-2900-gdf79404cd8, Yosys 0.63+post, stock flow scripts
make -C /OpenROAD-flow-scripts/flow DESIGN_CONFIG=/design/flow/config.mk WORK_HOME=/design/flow/orfs finish

==> results.toml <==
# flow metrics
[cells_and_area]
final_layout_size_suffix_gt1_frac = 0.1237
instances_no_fill = 714
final_core_util = 0.4339
logic_area_um2 = 2011
flops = 0
area_growth_pct = 130.3
regArea_um2 = 0
clock_buffers = 0
fill_cells = 1212

[yosys]
ys_chip_area_um2 = 2245
ys_types = 29
synth.top_cell.area_share = 0.1773
syn_area_um2 = 2245
ys_seq_frac = 0
synth_area_leader_cell = "a22oi_1"
common_cells = "53 x a22oi_1, 32 x nand2b_1, 29 x nor2_1"
syn_inst = 306
syn_avg_cell_area_um2 = 7.335
ys_cells = 306
ys_top_cells_by_area = "a22oi_1 18%, mux2_2 14%, a21bo_2 11%"
most_common_cell = "a22oi_1"
yosys_warnings = 1

[hold_path]
hp-class = "in -> out"
min_to = "o[27]"
whs_path_depth = 4
hold_start = "s[0]"

[global_routing]
antenna_found_initial = 1
gr-total-overflow = 0
gr-usage-met1 = 0.1877
grt_pass1_wl_mm = 21.47
grt_util_met3 = 0.06214
busiest_layer = "met2"
grt_pass1_vias = 3758
grt_max_degree = 69
grt_use_met2 = 0.2878
grt_usage = 0.1619

[route]
dr.first_iter.drc_count = 180
via_per_inst = 4.868
wl_per_cell_um = 20.74
wl_mm = 14.81
dr.pass1.iters = 6
route.detailed.drc = 0
drtAntennaViolNets = 0
num_vias = 3476

[placed_design]
io_buffers = 291
routabilityCongestion = 0.8620
dp.cells = 713
dp_hpwl_mm = 12.05
dp_slack_ps = 1242

[power_and_ir_drop]
power.total_w = 0.0003741
leakage_nw = 1.851
power.density_nw_per_um2 = 72.39
ir_drop_v = 0.00003040

[die]
rows = 40
chipHeight_um = 130
fp.dieW_um = 130
io_pins = 291
fp_util = 0.1884
coreArea_um2 = 11910
dieArea_um2 = 16900

[critical_path]
crit_top_cell = "buf_4"
path_cells = "buf_4 > and3b_1 > buf_4 > a22oi_1 > a31oi_1 > clkdlybuf4s50_1"
arrival_ps = 3390
end_kind = "output pin"
path_delay_family = "buffers and inverters"
max_stage_delay_ps = 620
slowest_stage = "and3b_1"
critPathKind = "in -> out"
cp_max_fo = 56
worst_ep_required_time_ps = 4640
path_buffers = 3
crit_path_start_kind = "input port"

[sta]
worstMarginPinSlew_ps = 674.6
hold_viol_final = 0
slew_violations = 0
tns_ps = 0
period_needed_ps = 4549
slew_headroom = 0.5503
setup_ws_ps = 1251
rsz0062_at_grt = "no"
finalClockPeriodUsage = 0.7843
finalSetupViolations = 0
fmax_mhz = 219.8

[clock_network]
cts_hold_repair.buffers = 0
cts_setup_buffers = 0
cts.repair.resized = 0

[run_status]
status = "finished clean"

[job]
maxCapViolations = 0
tool_warnings = 32
-- cell type report --
class	count	area share
inverters	3	0.002179
multi-input cells	264	0.3890
diodes	1	0.0004841
well taps	147	0.03558
repair buffers	299	0.5727
-- worst max-delay path by stage --
stage	to	from	slack (ps)	depth (start not counted)
4_1_cts	o[3]	s[0]	1250	6
5_1_grt	o[25]	s[1]	1090	6
6_report	o[25]	s[1]	1250	6
-- stage by stage --
step | cell area [µm²] | hold slack [ps]
floorplan | 2245 | 2398
global placement | 5166 | 3264
detailed placement | 5166 | 3256
CTS | 5166 | 3256
global route | 5169 | 3294
finish | 5169 | 3236
-- cells by family after synthesis --
| group | count (synthesis) | share of synthesized area |
|---|---|---|
| AOI/OAI and AO/OA | 145 | 0.4994 |
| buffers and inverters | 42 | 0.1076 |
| muxes | 37 | 0.1973 |
| and+or+nand+nor | 82 | 0.1957 |
-- power breakdown --
part / internal, W / switching, W
sequential: 0 / 0
clock: 0.0000000000230 / 0
combinational: 0.000267 / 0.000108
total: 0.000267 / 0.000108
-- routing by layer --
metal	wire length, µm	vias to the layer above
met4	102	0
met3	1651	6
met5	0	-
li1	-	1723
met2	7448	177
met1	5603	1570
-- placed cells by master, fill, tap and decap left out, types with 6 or more instances in the layout --
cell             count
clkdlybuf4s50_1    288
a22oi_1             53
nand2b_1            32
nor2_1              28
mux2_2              28
a31oi_1             27
a21bo_2             25
o211ai_1            25
nand2_1             11
buf_4                9
mux2i_1              6
No activity file was given, so power comes from the tool's default toggle rates.
