==> flow/design.v <==
`timescale 1ns / 1ps
	module 	MUX2T1_64(input[63:0]a,
						 input[63:0]b,
						 input sel,
						 output[63:0]o
						 );
	assign o = sel? a : b;
endmodule
==> flow/run.sh <==
#!/bin/bash
# OpenROAD 26Q1-2900-gdf79404cd8, Yosys 0.63+post, stock flow scripts
make -C /OpenROAD-flow-scripts/flow DESIGN_CONFIG=/design/flow/config.mk WORK_HOME=/design/flow/orfs finish
==> flow/config.mk <==
export PLATFORM = sky130hd
export DESIGN_NAME = MUX2T1_64
export DESIGN_NICKNAME = MUX2T1_64
export VERILOG_FILES = /design/flow/design.v
export SDC_FILE = /design/flow/constraint.sdc
export NUM_CORES = 4
export LEC_CHECK = 1
export CORE_AREA = 10 10 95 95
export DIE_AREA = 0 0 105 105
==> flow/constraint.sdc <==
current_design MUX2T1_64

set clk_period 1.0
set clk_io_pct 0.2

create_clock -name clk0 -period $clk_period

set non_clock_inputs [all_inputs -no_clocks]
set_input_delay [expr $clk_period * $clk_io_pct] -clock clk0 $non_clock_inputs
set_output_delay [expr $clk_period * $clk_io_pct] -clock clk0 [all_outputs]
==> impl_metrics.csv <==
group,metric,value,unit
layout,drive_gt1_frac,0.526,
layout,n_fill_cell,721,
layout,flops,0,
power,pwr_density_cell,404,nW/um^2
worst_setup_path,required,0.80,ns
placement,port_buffers,193,
global_routing,antenna_found_initial,0,
route,n_antenna_cell,0,
global_routing,grt_max_degree,8,
status,status,"finished with violations",
timing,final_hold_viol_count,0,
logic_synthesis,synth.distinct_cells,4,
logic_synthesis,synth_chip_area,1080,um^2
timing,slew_headroom,0.941,
global_routing,grt_overflow,0,
timing,fin_ws,-0.0949,ns
timing,timing.setup.tns,-5.43,ns
logic_synthesis,ys_cells,71,
floorplanning,fp.coreArea,6910,um^2
route,highest_layer,"met4",
timing,drv_slew,0,
logic_synthesis,ys_warn_count,0,
placement,hpwl,5.98,mm
logic_synthesis,postSynthCellCount,71,
flow_run,maxCapViolCount,0,
timing,rsz0062_at_grt,"true",
global_routing,grt_pass1_wl,9.89,mm
status,violations,"negative setup slack",
worst_hold_path,min_path_type,"input port to output port",
route,drtIter0Drc,15,
layout,comb_area,961,um^2
worst_setup_path,critPathCaptureType,"output port",
timing,hold_ws,0.796,ns
route,via_per_inst,3.76,
timing,post-route-min-period,1.09,ns
worst_setup_path,critPathMaxFanout,6,
worst_setup_path,crit_type,"input port to output port",
global_routing,grt_pass1_vias,1504,
clock_network,post_cts_buffers,0,
power,peakVddDrop,0.000189,V
route,wire_per_inst,18.9,um
timing,period_used_share,1.09,
floorplanning,die_h,105,um
timing,worst_pin_slew,0.0888,ns
power,cellLeakagePower,1.71,nW
floorplanning,initCoreUtil,0.156,
route,vias,1376,
route,met1Wirelength,2.41,mm
layout,n_clock_buffer,0,
logic_synthesis,synth.avg_cell_area,15.2,um^2
worst_setup_path,cp_data_arrival_time,0.89,ns
worst_setup_path,worstSetupStartpointType,"input port",
placement,gp_congestion,0.725,
floorplanning,rows,30,
logic_synthesis,netlist_area,1080,um^2
timing,fmax,913,MHz
route,drc,0,
route,wl_met2,3.95,mm
floorplanning,die_w,105,um
flow_run,warning_count,34,
layout,seqCellArea,0,um^2
route,drtPass1Iterations,4,
route,wl_met3,525,um
floorplanning,ios,193,
route,drt-total-wl,6.92,mm
global_routing,grtUsageTotal,0.115,
layout,area_growth,194,%
floorplanning,dieArea,11000,um^2
placement,dp_slack,-0.542,ns
logic_synthesis,yosysSeqAreaShare,0,
timing,finalSetupViolations,64,
route,antenna_left,0,
[cells in the final DEF, fill, tap and decap left out, drive strengths merged]
cell type	instances
buf	78
dlygate4sd2	128
mux2	64
[cell families after synthesis]
family | share of synthesized area
multiplexers | 0.878
buffers and inverters | 0.122
[per-stage QoR]
step / area (um^2) / std cells / power, W / util
detailed placement: 3070 / 358 / 0.00134 / 0.445
global placement: 3070 / 358 / 0.00134 / 0.445
floorplan: 1080 / 71 / 0.000408 / -
global route: 3170 / 366 / 0.00137 / 0.458
CTS: 3130 / 366 / 0.00129 / 0.453
finish: 3170 / 366 / 0.00128 / 0.458
[layer usage]
| metal | GRT usage | vias up |
|---|---|---|
| met5 | 0 | - |
| li1 | - | 677 |
| met2 | 0.226 | 77 |
| met3 | 0.0348 | 2 |
| met1 | 0.120 | 620 |
| met4 | 0.00392 | 0 |
[power breakdown]
group | switching, W | internal [W]
Clock | 0 | 0
Combinational | 0.000304 | 0.000977
Sequential | 0 | 0
Total | 0.000304 | 0.000977
[final timing paths]
| path | from | end | slack (ns) | depth (start not counted) |
|---|---|---|---|---|
| max | sel | o[19] | -0.09 | 4 |
| min | a[21] | o[21] | 0.80 | 3 |
[synth_stat cells, drive strengths merged]
master / number / area (um^2)
buf: 7 / 131
mux2: 64 / 946
[area by class of cell]
cell class	count	share of cell area
Timing Repair Buffer	206	0.658
Multi-Input combinational cell	64	0.304
Tap cell	96	0.0379
[worst max-delay path, stage by stage]
cell and delay (ns):
buf_16 0.14, buf_16 0.15, mux2_4 0.30, buf_6 0.11
[timing repair]
| item | CTS | global route |
|---|---|---|
| setup endpoints to repair | 64 | 64 |
| gates resized | 396 | 6 |
| hold buffers | 0 | 0 |
| gates cloned | 8 | 0 |
| pin swaps | 0 | 0 |
No activity file was given, so power comes from the tool's default toggle rates.
